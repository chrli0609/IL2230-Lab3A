### ./config.mk
export PLATFORM = sky130hd
export DESIGN_NAME = mac
export DESIGN_NICKNAME = mac
export VERILOG_FILES = /design/flow/design.v
export SDC_FILE = /design/flow/constraint.sdc
export NUM_CORES = 4
export LEC_CHECK = 1
export CORE_UTILIZATION = 50
export SYNTH_HDL_FRONTEND = slang
### ./constraint.sdc
current_design mac

set clk_period 17.3
set clk_io_pct 0.2

create_clock -name clk0 -period $clk_period

set non_clock_inputs [all_inputs -no_clocks]
set_input_delay [expr $clk_period * $clk_io_pct] -clock clk0 $non_clock_inputs
set_output_delay [expr $clk_period * $clk_io_pct] -clock clk0 [all_outputs]
### ./design.v
module mac #(parameter N = 4, parameter WIDTH=8) (  
    input logic signed [WIDTH-1:0] a,
    input logic signed [WIDTH-1:0] b,
    input logic signed [2*WIDTH+N-1:0] c,
    output logic signed [2*WIDTH+N-1:0] result
);
always_comb begin
    result=a*b+c;
end
endmodule
### ./run.sh
#!/bin/bash
# OpenROAD 26Q1-2900-gdf79404cd8, Yosys 0.63+post, stock flow scripts
make -C /OpenROAD-flow-scripts/flow DESIGN_CONFIG=/design/flow/config.mk WORK_HOME=/design/flow/orfs finish
==> COMMIT_EDITMSG <==
Refresh implementation metrics

- The run finished with clean final reports.
- Number of instances in the synthesized netlist: 380
- By instance count after routing, the leading logic cell types are sky130_fd_sc_hd__inv_1, sky130_fd_sc_hd__fa_1, sky130_fd_sc_hd__clkdlybuf4s50_1.
- Measured along the x axis, the die boundary spans 87.1 um.
* Global routing met3 resource utilization: 1.15%
- The warning tally printed by Yosys for this design is 0.
- For this design the static power due to leakage is 0.00222 uW.
- Counting I/O delays and the setup requirement, the final critical path takes 12.64 ns.
- The placed instances occupy a cell area of 0.00429 sq mm.
- The path with the worst hold slack has its endpoint at result[0].
- The slew check shows that the tightest pin keeps a relative margin of 50.6%.
- Cell depth of the worst min-delay path: 3
* Type of the worst min-delay path: primary input to output pin
- Crit share post-route: 73.1%
* Combinational power share: 100.0%
- Main kind of combinational logic by area: adder cells
- Per the detail_route report, DRC violations left total 0.
- Total cell area reported by yosys after synthesis: 0.00362 sq mm
- Most prevalent standard cell on the critical path: sky130_fd_sc_hd__fa_1
- Number of gates resized after CTS: 0
- GR peak layer: met2
- Across all hold checks on the routed design, the worst slack comes to 7.96 ns.
- Adder share: 64.6%
- Quantity of hold-fixing buffers added after cts: 0
* Layout clock buffer count: 0
* First-pass iteration count of the detailed router: 4
- Sum Neg Setup Slack: 0 ns
* Peak supply drop: 0.359 mV
* Detailed-route wire length: 6680 um
- Per the synthesis report, the number of distinct cell types is 38.
* Net switching fraction of the power: 43.3%
- The most common logic cell in the final layout is sky130_fd_sc_hd__inv_1.
- Among all stages on the critical path, the largest delay is contributed by sky130_fd_sc_hd__and2_1.
- Placeable Area: 0.00691 sq mm
- Between the synthesized netlist and the finished layout, the area growth was recorded as 18.7%.
- Remaining antenna violation count after routing: 0
- Buffers inserted by post-CTS timing repair: 0
- The initial antenna violation count was 0.
- The first global-routing pass estimated 11,600 um of wire.
* Number of top-level pins: 56
- ANT cells: 0
- Family with the most delay on the worst path: adder cells
* Cell breakdown of the critical path: clkdlybuf4s50_1 -> and2_1 -> fa_1 -> fa_1 -> fa_1 -> fa_1 -> ha_1 -> ha_1 -> a21o_1 -> a221oi_2 -> o21a_1 -> o21ai_2 -> o31ai_2 -> xnor2_1 -> clkdlybuf4s50_1
- Area fraction in compound gates: 7.26%
- The timing report notes that buffer and inverter cells on the critical path total 2.
- In this run the mean area of a mapped cell was 9.52 sq um.
* Share of cell area taken by muxes after synthesis: 0.553%
- Power dissipated by switching net loads: 405 uW
- The critical path in this run is classified as primary input to output pin.
* Maximum net fanout on the critical path: 12
- Max-capacitance violation count: 0
- The clock network accounts for 0% of the total power.
* Y dimension of the die: 87.1 um
- The highest clock rate this design can be run at is 0.0791 GHz.
* Number of port buffers: 56
- Total power normalized to cell area comes to 218 mW/mm^2.
* Simple-Gate Fraction of Synth Area: 12.3%
- Vias in the first global route: 2,613
- Setup repair after global routing left no endpoint under its margin.
- Number of warning messages in the logs: 35
* Synth Cell Area: 0.00362 sq mm
* Cell area after layout: 0.00429 sq mm
- Worst setup path startpoint: b[1]
- Routed via count divided by cell count: 4.81
* Cells in synth_stat.txt: 380
- Startpoint type of the worst setup path: primary input
- At the pin with the least slew margin, the transition time is 0.741 ns.
- Overall routing resource usage recorded by global route was 20.8%.
* Final tally of max-slew violations: 0
- Area enclosed by the die boundary: 0.00758 sq mm
- For this block, the via count after detailed routing is 2,551.
- The OpenROAD report gives the critical path a required time of 13.84 ns.
- The area taken by sequential standard cells is reported as 0 sq um.
* Met2 routing resource usage after global routing: 36.3%
- In this run, flip-flops and latches consume 0% of the power.
- For this run, global-route usage on met1 was measured as 32.8%.
- Per the detail_route report, routed wire per instance is 12.6 um.
* Placed wire-length estimate: 5980 um
* CP Data Arrival Time: 9.18 ns
- Total of endpoints with negative setup slack in the final report: 0
* Largest stage delay on the critical path: 0.66 ns
- Hold Crit Start: c[0]
- After the first detailed-routing iteration, the DRC count stood at 80.
* GRT Residual Overflow: 0
- Worst Setup End Kind: output pin
- Initial core utilization: 52.4%
* Final sequential cell count: 0
- Routability-driven placement finished with a final weighted congestion of 0.830.
* Internal Power: 530 uW
- Entering global routing, the biggest net connects 13 pins.
- Sum of internal, switching and leakage power: 935 uW
- Yosys xor share: 4.60%
- Standard-cell row count: 30
- The share of the Yosys chip area taken by registers is 0%.
- Share of final-layout standard cells stronger than drive strength 1: 1.38%
- Final number of hold-violating endpoints: 0
## how the worst max path moves through the flow
stage                        end  slack, ns  cells after the start
after CTS             result[18]       4.60                     15
final                 result[18]       4.66                     15
after global routing  result[18]       4.37                     15
## cell usage after synthesis (all sizes together), types with 2 or more instances
| cell | instances | area, sq um |
|---|---|---|
| o21ai | 3 | 18.8 |
| o21bai | 2 | 15.0 |
| mux2i | 2 | 20.0 |
| and3 | 2 | 13.8 |
| a211o | 2 | 17.5 |
| xor2 | 6 | 52.6 |
| inv | 99 | 372 |
| clkbuf | 2 | 7.51 |
| a21oi | 9 | 45.0 |
| a31oi | 3 | 18.8 |
| nor3 | 6 | 35.0 |
| nor2 | 11 | 41.3 |
| nand2 | 27 | 101 |
| fa | 88 | 1760 |
| o21a | 4 | 30.0 |
| a21o | 4 | 30.0 |
| xnor2 | 13 | 114 |
| o211ai | 2 | 15.0 |
| ha | 46 | 576 |
| o31ai | 2 | 20.0 |
| and2 | 33 | 206 |
| nand2b | 2 | 12.5 |
| a221oi | 2 | 23.8 |
## per-layer routing
metal  wire, um  up-vias
met5          0        -
met4          0        0
met3        171        0
met2       3620       33
met1       2890     1253
li1           -     1265
## power groups by stage
stage	Sequential [uW]	Clock [uW]	Combinational, uW
6_report	0	0	935
5_1_grt	0	0	1070
4_1_cts	0	0	954
## layout make-up
cell class / count / area [sq um]
Multi-Input combinational cell: 277 / 3230
Tap cell: 96 / 120
Timing Repair Buffer: 57 / 568
Fill cell: 605 / 2610
Inverter: 100 / 375
## cells by family after synthesis
family                     after synthesis
adders and majority gates              134
buffers and inverters                  103
AOI/OAI and AO/OA                       36
xor gates and xnor gates                19
muxes                                    2
and+or+nand+nor                         86
## through the flow
step | util, % | std cells | setup WS [ns]
5_1_grt | 62.2 | 530 | 4.37
3_3_place_gp | 62.2 | 530 | 4.68
3_5_place_dp | 62.2 | 530 | 4.61
6_report | 62.2 | 530 | 4.66
4_1_cts | 62.2 | 530 | 4.60
2_1_floorplan | - | 380 | 5.80
## worst min-delay path: cells and delay by family
kind,cells,cell delay (ns)
buffers and inverters,2,0.91
adder cells (fa/ha/maj),1,0.12
No activity file was given, so power comes from the tool's default toggle rates.
